File: flow/constraint.sdc
current_design echo

set clk_period 1.9
set clk_io_pct 0.2

create_clock -name clk0 -period $clk_period [get_ports {clk}]

set non_clock_inputs [all_inputs -no_clocks]
set_input_delay [expr $clk_period * $clk_io_pct] -clock clk0 $non_clock_inputs
set_output_delay [expr $clk_period * $clk_io_pct] -clock clk0 [all_outputs]
File: flow/run.sh
#!/bin/bash
# OpenROAD 26Q1-2900-gdf79404cd8, Yosys 0.63+post, stock flow scripts
make -C /OpenROAD-flow-scripts/flow DESIGN_CONFIG=/design/flow/config.mk WORK_HOME=/design/flow/orfs finish
File: flow/design.v
`timescale 1ns/1ns
module echo(clk, reset_ns, data_out, adrs,
            data_in, WE, OE, CSn);
input         clk;            
input         reset_ns;       
input  [ 7:0] data_out;       
output [ 7:0] data_in;        
output        WE;             
output        OE;             
output        CSn;            
output        adrs;           
reg     [7:0] data_in;        
wire          WE;             
wire          OE;             
wire          CSn;            
reg     [3:0] state;          
integer       count_err;      
reg     [7:0] data;
reg     [7:0] status;
wire          load_status;
wire          load_data;
wire          parity_err;
wire          overflow;
wire          TXrdy;
wire          RXrdy;
assign load_status = adrs  && !CSn && OE;
assign load_data   = !adrs && !CSn && OE;
assign parity_err  = status[5];
assign overflow    = status[4];
assign TXrdy       = status[1];
assign RXrdy       = status[0];
  always @(posedge clk or negedge reset_ns)
        if (reset_ns == 1'b0)
           begin
           status  <= 8'b0;
			  data    <= 8'b0;
			  data_in <= 8'b0;
			  end
			else
			  begin
			  status  <= (load_status) ? data_out : status;
			  data    <= (load_data) ? data_out : data;
			  data_in <= data;
			  end		  
	reg    [3:0] ctl;
	assign {adrs,CSn,OE,WE} = ctl;
   always @(posedge clk or negedge reset_ns)
        if (reset_ns == 1'b0)
           begin
           state <= 4'h0;
			  ctl   <= 4'b0100;
			  end
        else
	       case (state)
		     4'h0: {state,ctl} <= {4'h1,4'b1100};  
			  4'h1: {state,ctl} <= {4'h2,4'b1010};  
			  4'h2: {state,ctl} <= {4'h3,4'b1100};  
			  4'h3: {state,ctl} <= (RXrdy) ? {4'h4,4'b0100} : {4'h0,4'b1100};
			  4'h4: {state,ctl} <= {4'h5,4'b0100};  
			  4'h5: {state,ctl} <= {4'h6,4'b0010};  
			  4'h6: {state,ctl} <= {4'h7,4'b0100};  
			  4'h7: {state,ctl} <= {4'h8,4'b0100};  
			  4'h8: {state,ctl} <= (TXrdy) ? {4'h9,4'b0100} : {4'h4,4'b1010};
			  4'h9: {state,ctl} <= {4'hA,4'b0001};
			  4'hA: {state,ctl} <= {4'hB,4'b0100};
			  4'hB: {state,ctl} <= {4'h0,4'b1100};
				default: {state,ctl} <= {4'h0,4'b1100};
	        endcase
   always @(posedge clk or negedge reset_ns)
	   if (reset_ns == 1'b0)
		   count_err <= 0;
	   else if (overflow == 1'b1)
		   count_err <= count_err + 1;
	   else if (parity_err == 1'b1)
		   count_err <= count_err + 1;
endmodule 
File: flow/config.mk
export PLATFORM = sky130hd
export DESIGN_NAME = echo
export DESIGN_NICKNAME = echo
export VERILOG_FILES = /design/flow/design.v
export SDC_FILE = /design/flow/constraint.sdc
export NUM_CORES = 4
export LEC_CHECK = 1
export CORE_AREA = 10 10 100 100
export DIE_AREA = 0 0 110 110
==> flow_metrics.tcl <==
# metrics dict for downstream scripts
set metrics [dict create \
    status "completed" \
    antenna_found_initial 0 \
    top_area_cell "dfrtp_1" \
    cts_buffers 5 \
    drive_gt1_frac 0.225 \
    die_h_um 110 \
    grt_pass1_wl_um 3260 \
    grt_usage 0.0354 \
    crit_fanout 3 \
    cp.required_ns 1.52 \
    core_um2 7810 \
    ios 22 \
    synthesis.area_um2 1070 \
    final_antenna_net_count 0 \
    syn_inst 61 \
    powerDensity_nw_per_um2 846 \
    clock_path_buffers 2 \
    hold_violations 0 \
    synth-seq-cells 34 \
    reg2reg_slack_ns 0.55 \
    hold_path.class "flip-flop to flip-flop" \
    drt_wl_total_um 2010 \
    period_minus_slack_ns 1.71 \
    setup_violations 0 \
    ys_seq_frac 0.794 \
    setup_tns_ns 0 \
    skew_ns 0.00546 \
    crit_chain "clkdlybuf4s50_1" \
    drv_cap 0 \
    area_leaders "dfrtp_1 75%, mux2_2 10%, dfstp_2 4.9%, nor3b_4 1.7%, or3_1 1.7%" \
    htreeDepth 2 \
    cpMaxStageDelayCell "dfstp_2" \
    crit_buf_inv 1 \
    slew-limit-headroom 0.702 \
    synth.top_cell.area_share 0.745 \
    total_power_mw 1.27 \
    hold_buffers 0 \
    ys_area_um2 1070 \
    maxSlewViolCount 0 \
    io_buffers 21 \
    insertion_delay_ns 0.27 \
    yosys_warnings 1 \
    regArea_um2 853 \
    viasPerCell 2.93 \
    grt_overflow 0 \
    place.gp.congestion 0.648 \
    critPathLaunchType "flip-flop" \
    antenna_cells 0 \
    drt_first_iter_violations 27 \
    cts.root.buffer_cell "clkbuf_8" \
    post_cts_resized 0 \
    avgSynthCellArea_um2 17.6 \
    cp-end-kind "output port" \
    rows 32 \
    post-route-util 0.192 \
    synthDistinctLibCells 15 \
    cts_tree "done" \
    final.fill_count 861 \
    leakagePower_nw 0.707 \
    cp_top_family "flip-flops" \
    finalCritPeriodShare 0.899 \
    grt_max_degree 35 \
    fmaxAchievable_mhz 586 \
    rsz0062_at_grt "false" \
    clk_pin_slew_ns 0.06 \
    peakVddDrop_v 0.000277 \
    die_area_um2 12100 \
    clock-sinks 34 \
    initial_utilization 0.138 \
    warnings 25 \
    grt_pass1_vias 658 \
    dp_hpwl_um 1500 \
    cp.arrival_ns 1.33 \
    yosys_cells 61 \
    logic_area_um2 218 \
    area_growth_pct 39.8 \
    tightest_slew_ns 0.446 \
    crit_type "flip-flop to output port" \
    die_width_um 110 \
    drc_errors 0 \
    slowest_delay_ns 0.57 \
    drtPass1Iterations 2 \
    detail_route.wl_per_cell_um 10.5 \
    cts.repair_timing.setup_buffer_count 0 \
    vias 559 \
]
==> flip-flops by register name, indices dropped and copies added (netlist names) <==
signal,cells
ctl,4
status,2
state,12
data,8
data_in,8
==> area by class of cell <==
type	instances	share of cell area
Tap cell	102	0.0849
Timing Repair Buffer	22	0.145
Multi-Input combinational cell	26	0.145
Sequential cell	34	0.568
Clock buffer	7	0.0575
==> cell usage after synthesis <==
library cell and n:
nand2b_1 2, nor3_1 1, nand3b_1 1, nor2_1 3
nand2_1 1, mux2_2 10, dfstp_2 2, or3_1 3
dfrtp_1 32, clkbuf_1 1, and2_1 1, a21o_1 1
nor2b_1 1, o211ai_1 1, nor3b_4 1
==> where the power goes <==
part	internal [mW]	total, mW	switching, mW	leakage, nW
logic	0.0194	0.0370	0.0176	0.204
registers	0.727	0.728	0.00134	0.458
clock network	0.287	0.507	0.220	0.0443
==> placed cells by master (no fill, tap or decap), types with 2 or more instances in the layout <==
cell	netlist	final
dfstp_2	2	2
clkdlybuf4s50_1	0	21
clkbuf_8	0	6
nor2_1	3	3
nand2b_1	2	2
or3_1	3	3
mux2_2	10	10
dfrtp_1	32	32
==> per-layer routing <==
layer,track usage,wire (um),share of wire,vias to the layer above
met4,0.00558,19,0.0095,0
met5,0,0,0,-
met1,0.0498,1030,0.51,274
met2,0.0453,777,0.39,19
li1,-,-,-,262
met3,0.0229,185,0.092,4
==> cell families after synthesis <==
logic type	Yosys count	share of synthesized area
compound gates	2	0.0140
buf+inv	1	0.00349
mux	10	0.105
simple gates	14	0.0838
flops	34	0.794
==> stage by stage <==
stage / hold slack [ns] / cell area, um2 / setup WS [ns] / std cells
final: 0.348 / 1500 / 0.192 / 191
after global routing: 0.365 / 1500 / 0.138 / 191
after CTS: 0.350 / 1500 / 0.165 / 191
after detailed placement: 0.337 / 1420 / 0.468 / 184
after global placement: 0.332 / 1420 / 0.475 / 184
after floorplan: 0.0844 / 1070 / 0.695 / 61
==> final timing paths <==
check | startpoint | to | cells after the start
min in group asynchronous | reset_ns | data_in[1] | 2
min | state[3] | state[9] | 0
max in group asynchronous | reset_ns | ctl[2] | 2
min reg2reg | state[3] | state[9] | 0
max reg2reg | ctl[3] | data[0] | 2
max | ctl[2] | CSn | 1
Power and IR drop assume default switching activity.
