### design/flow/run.sh
#!/bin/bash
# OpenROAD 26Q1-2900-gdf79404cd8, Yosys 0.63+post, stock flow scripts
make -C /OpenROAD-flow-scripts/flow DESIGN_CONFIG=/design/flow/config.mk WORK_HOME=/design/flow/orfs finish
### design/flow/config.mk
export PLATFORM = sky130hd
export DESIGN_NAME = baudGen
export DESIGN_NICKNAME = baudGen
export VERILOG_FILES = /design/flow/design.v
export SDC_FILE = /design/flow/constraint.sdc
export NUM_CORES = 4
export LEC_CHECK = 1
export CORE_UTILIZATION = 40
### design/flow/constraint.sdc
current_design baudGen

set clk_period 3.9
set clk_io_pct 0.2

create_clock -name clk0 -period $clk_period [get_ports {clk}]

set non_clock_inputs [all_inputs -no_clocks]
set_input_delay [expr $clk_period * $clk_io_pct] -clock clk0 $non_clock_inputs
set_output_delay [expr $clk_period * $clk_io_pct] -clock clk0 [all_outputs]
### design/flow/design.v
`timescale 1ns / 1ns
module baudGen (clk, rstb, baud_select,shifting, shifting_rx, shift, HB, FB);
input clk, rstb;
input [3:0] baud_select;
input shifting;
input shifting_rx;
output shift;
output HB, FB;
reg [18:0] counter_tx;
wire [3:0] baud_select;
reg [18:0] clock_bits;
wire shift;
wire [1:0] sel_tx;
wire [1:0] sel_rx;
reg[18:0] counter_rx;
wire HB ;
wire FB ;
assign sel_tx = {shifting,shift};
assign sel_rx = {shifting_rx, FB};
assign shift = (counter_tx == clock_bits);
assign HB = (counter_rx == (clock_bits/2));  
assign FB = (counter_rx == clock_bits);  
always @ (*)
begin
	clock_bits = clock_bits;
	case (baud_select)
	4'b0000: clock_bits = 166667;
	4'b0001: clock_bits = 41667;
	4'b0010: clock_bits = 20833;
	4'b0011: clock_bits = 10417;
	4'b0100: clock_bits = 5208;
	4'b0101: clock_bits = 2604;
	4'b0110: clock_bits = 1302;
	4'b0111: clock_bits = 868;
	4'b1000: clock_bits = 434;
	4'b1001: clock_bits = 217;
	4'b1010: clock_bits = 109;
	4'b1011: clock_bits = 54;
	default clock_bits = 5208;
	endcase
end
always @(posedge clk, negedge rstb)
if 		(!rstb) counter_tx <= 18'b0;
else 
begin
	counter_tx <= counter_tx;
	case (sel_tx)
		2'b00: counter_tx <= 18'b0 ;
		2'b01: counter_tx <= 18'b0 ;
		2'b10: counter_tx <= counter_tx + 1;
		2'b11: counter_tx <= 18'b0;
		default counter_tx <= counter_tx;
	endcase
end
always @(posedge clk, negedge rstb)
if(!rstb) counter_rx <= 18'b0;
else
begin
	counter_rx <= counter_rx;			 
		case (sel_rx)
			2'b00	:	counter_rx <= 18'b0;
			2'b01	:	counter_rx <= 18'b0;
			2'b10	:	counter_rx <= counter_rx + 1;
			2'b11 :	counter_rx <= 18'b0;
			default counter_rx <= counter_rx;
		endcase
end
endmodule
==> load_flow_metrics.sql <==
-- generated from flow reports
INSERT INTO impl_metrics (metric_group, metric, value, unit) VALUES
('cts', 'clock_sinks', '38', ''),
('worst_setup_path', 'critPathLaunchType', 'primary input', ''),
('worst_setup_path', 'critical_path.max_stage_delay', '0.47', 'ns'),
('worst_setup_path', 'timing.critical_path.required', '3.12', 'ns'),
('global_routing', 'grt_use_total', '23.1', '%'),
('finish', 'syn2layout_area_growth', '24.6', '%'),
('sta', 'report.final.slew_viol_count', '0', ''),
('sta', 'finalSetupViolCount', '0', ''),
('worst_setup_path', 'cp_max_fo', '4', ''),
('cts', 'ctsRootBufferMaster', 'clkbuf_8', ''),
('finish', 'post_route_cells_drive_above_1_share', '24.6', '%'),
('yosys', 'postSynthSeqShare', '27.4', '%'),
('pwr', 'power.combinational.fraction', '29.7', '%'),
('routing', 'routed-via-count', '3345', ''),
('sta', 'max_slew_margin', '60.9', '%'),
('global_routing', 'grt_max_degree', '39', ''),
('floorplan', 'pin_count', '11', ''),
('placement', 'placement.setup.worst_slack', '-0.623', 'ns'),
('floorplan', 'chipWidth', '95.2', 'µm'),
('pwr', 'sequentialPowerShare', '43.6', '%'),
('cts', 'cts_inserted_buffers', '5', ''),
('pwr', 'power_frac_clock', '26.7', '%'),
('floorplan', 'die_area', '9060', 'µm²'),
('sta', 'totalNegativeSetupSlack', '0', 'ns'),
('worst_setup_path', 'timing.setup.critical_path_class', 'in2out', ''),
('pwr', 'net-switching-power', '275', 'µW'),
('worst_setup_path', 'worst_ep_arrival_time', '3.00', 'ns'),
('global_routing', 'grt_antenna_before_repair', '0', ''),
('cts', 'number_of_buffers_on_the_longest_clock_path', '2', ''),
('floorplan', 'die_height', '95.2', 'µm'),
('finish', 'most-common-layout-cells', '76 x buf_4, 52 x nor2_1, 45 x nand2_1, 38 x dfrtp_1, 28 x xnor2_1', ''),
('flow_run', 'warnings', '31', ''),
('placement', 'io_buffer_count', '10', ''),
('floorplan', 'fp.coreArea', '8300', 'µm²'),
('yosys', 'async_reset_ff_share', '100', '%'),
('flow_run', 'maxCapViolCount', '0', ''),
('yosys', 'yosysUniqueCellTypes', '61', ''),
('sta', 'timing.final.crit_share', '97.0', '%'),
('finish', 'layout.cells.most_common', 'buf_4', ''),
('yosys', 'yosys_register_bits', '38', ''),
('yosys', 'postSynthAreaPerCell', '7.78', 'µm²'),
('routing', 'wl', '9.47', 'mm'),
('cts', 'ctsHtreeMaxLevel', '2', ''),
('sta', 'postLayoutSetupSlackWorst', '0.117', 'ns'),
('yosys', 'yosysChipArea', '3470', 'µm²'),
('cts', 'clk_pin_slew_worst_paths', '0.07', 'ns'),
('yosys', 'ff_type', 'dfrtp_1', ''),
('sta', 'report.final.hold_viol_count', '0', ''),
('placement', 'hpwlAfterDp', '6.74', 'mm'),
('finish', 'postLayoutCoreUtil', '52.1', '%'),
('yosys', 'synth.cell_area', '3470', 'µm²'),
('pwr', 'switching_share', '29.2', '%'),
('global_routing', 'grt_pass1_vias', '3082', ''),
('yosys', 'yosys_cells', '446', ''),
('worst_setup_path', 'crit_path_top_delay_cell', 'clkdlybuf4s50_1', ''),
('routing', 'drcViolationCount', '0', ''),
('sta', 'setup_repair_after_global_routing_missed_its_margin', 'no', ''),
('pwr', 'report.power.total', '942', 'µW'),
('pwr', 'cellLeakagePower', '1.89', 'nW'),
('global_routing', 'globalRoute.totalOverflow', '0', ''),
('sta', 'achievable-frequency', '264', 'MHz'),
('yosys', 'post_synth_tally_of_flip_flops_with_integrated_enable', '0', ''),
('placement', 'gp_congestion', '0.913', ''),
('routing', 'drt-wirelength-per-cell', '15.7', 'µm'),
('cts', 'tritoncts', 'yes', ''),
('outcome', 'outcome', 'finished clean', ''),
('routing', 'antennaDiodeCount', '0', ''),
('pwr', 'vdd_ir_drop_max', '0.118', 'mV'),
('pwr', 'pwr_density_cell', '218', 'nW/µm²'),
('worst_setup_path', 'end_kind', 'output port', ''),
('yosys', 'synthCells', '446', '');
-- power groups by stage --
stage / combinational, mW / clock (mW) / sequential, mW
6_report: 0.279 / 0.252 / 0.411
4_1_cts: 0.268 / 0.262 / 0.410
5_1_grt: 0.305 / 0.276 / 0.411
-- layout make-up --
type / instances / area (µm²)
inverter: 11 / 41.3
tap: 105 / 131
multi-input combinational: 350 / 2380
fill: 760 / 3970
clock buffer: 7 / 76.3
timing repair buffer: 94 / 743
sequential: 38 / 951
-- routing by layer --
metal / up-vias / wire length, µm / part of all wire (%) / global-route usage [%]
li1: 1668 / - / - / -
met1: 1566 / 4430 / 47 / 33.8
met2: 89 / 4340 / 46 / 35.7
met3: 22 / 377 / 4.0 / 3.00
met4: 0 / 324 / 3.4 / 7.58
met5: - / 0 / 0 / 0
-- sequential cells by signal, indices dropped and copies added (netlist names) --
register    count
counter_rx     19
counter_tx     19
-- final timing paths --
kind                            slack (ns)  cells after the start           start             end
worst max-delay path                  0.12                     10  baud_select[1]           shift
max in group asynchronous             3.02                      2            rstb   counter_tx[5]
worst min register to register        0.59                      2  counter_tx[18]  counter_tx[18]
worst min-delay path                  0.54                      2            rstb  counter_tx[18]
min in group clk0                     0.59                      2  counter_tx[18]  counter_tx[18]
worst max register to register        0.56                     17  counter_rx[11]   counter_rx[0]
-- repair_timing --
action	4_1_cts	5_1_grt
pin swaps	11	13
gates resized	41	13
gates cloned	1	0
setup buffers	18	4
endpoints found under the hold margin	0	0
setup endpoints to repair	3	19
-- synth_stat cells, drive strengths merged, types with 2 or more instances --
cell type	number	area share, %
or2b	2	0.50
and3	9	1.6
a21oi	10	1.8
xnor2	28	7.1
nor3	7	1.0
nor3b	5	1.1
o311a	2	0.58
mux2i	4	1.2
nor4	5	0.90
a2bb2oi	3	0.76
nor2b	12	2.2
a211oi	6	1.3
ha	8	2.9
or3b	3	0.76
nand2b	8	1.4
o21a	2	0.43
buf	19	3.5
a21boi	4	0.86
nor2	56	6.1
and4b	2	0.58
inv	10	1.1
a221oi	4	1.0
nand3	15	2.2
a2111oi	3	0.76
or4	2	0.43
and4	5	1.3
or3	5	0.90
a31o	3	0.76
nand4	13	2.3
o31ai	2	0.43
a22oi	4	0.86
a31oi	3	0.54
xor2	27	6.8
clkbuf	28	3.0
o22ai	3	0.54
nand2	45	4.9
and2	2	0.36
o21ai	20	2.9
o22a	2	0.50
dfrtp	38	27
o2111ai	3	0.76
-- critical path, delay by kind of cell --
kind | cells | cell delay [ns]
fa+ha+maj | 1 | 0.24
buf+inv | 4 | 0.85
simple gates | 3 | 0.74
compound gates | 2 | 0.41
-- logic make-up after synthesis --
family	after synthesis	share of synthesized area (%)
compound gates	85	18.0
buf+inv	58	7.71
fa+ha+maj	8	2.88
simple gates	198	29.0
flops	38	27.4
xor+xnor	55	13.9
mux	4	1.15
-- metrics by stage --
step | instance area (µm²) | instances
finish | 4330 | 605
global route | 4330 | 605
CTS | 4270 | 602
detailed placement | 3950 | 576
global placement | 3950 | 576
floorplan | 3470 | 446
Power figures rest on the tool's default switching activity, not on a simulated workload.
