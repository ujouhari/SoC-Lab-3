==> flow/design.v <==
`timescale 1ns / 1ns
module UART_Transmitter(clk,rstb, CSn, WE, data_in, dbits, 
data_out,shift, shifting, txready, txout);
input clk;
input rstb;
input CSn;
input WE;
input [7:0] data_in;
input [2:0] dbits;
input shift;
output [7:0] data_out;
output shifting;
output txready;
output txout;
reg txready;
wire txout;
wire load;
reg shifting;
reg [7:0] data_out;
reg LSR;
reg [11:0] shift_reg;
reg [3:0] countBit;
wire done;
assign load = WE & ~CSn;
assign done = (countBit==12);
assign txout = shift_reg[0];
always @(posedge clk, negedge rstb)
if (!rstb)
shift_reg <= 12'b1;
else if (LSR)
begin
 shift_reg[0] <= 1'b1;
 shift_reg[1] <= 1'b0;
 shift_reg[8:2] <= data_out[6:0];
 shift_reg[11:9] <= dbits [2:0];
 end
else if (shift) shift_reg <= {1'b1, shift_reg[11:1]};
always @(posedge clk, negedge rstb)
if 		(!rstb) txready <= 1'b1;
else if 	(load)  txready <= 1'b0;
else if 	(done)  txready <= 1'b1;
always@(posedge clk, negedge rstb)
if 		(!rstb) data_out <= 8'b1;
else if 	(load)  data_out <= data_in;
always@ (posedge clk, negedge rstb)
if 	(!rstb) LSR <= 1'b0;
else if (load) LSR <= 1'b1;
else 	 LSR <= 1'b0;
always @ (posedge clk, negedge rstb)
if 		(!rstb) shifting <= 1'b0;
else if 	(LSR) shifting <= 1'b1;
else if (done) shifting <= 1'b0;
always @(posedge clk, negedge rstb)
	if (!rstb) countBit <= 4'b0;
	else if (load) countBit <= 4'b0;
	else if (shift) countBit <= countBit + 1;
	else if (done) countBit<=4'b0;
	else	countBit <= countBit;
endmodule
==> flow/run.sh <==
#!/bin/bash
# OpenROAD 26Q1-2900-gdf79404cd8, Yosys 0.63+post, stock flow scripts
make -C /OpenROAD-flow-scripts/flow DESIGN_CONFIG=/design/flow/config.mk WORK_HOME=/design/flow/orfs finish
==> flow/config.mk <==
export PLATFORM = sky130hd
export DESIGN_NAME = UART_Transmitter
export DESIGN_NICKNAME = UART_Transmitter
export VERILOG_FILES = /design/flow/design.v
export SDC_FILE = /design/flow/constraint.sdc
export NUM_CORES = 4
export LEC_CHECK = 1
export CORE_AREA = 10 10 114 114
export DIE_AREA = 0 0 124 124
==> flow/constraint.sdc <==
current_design UART_Transmitter

set clk_period 1.7
set clk_io_pct 0.2

create_clock -name clk0 -period $clk_period [get_ports {clk}]

set non_clock_inputs [all_inputs -no_clocks]
set_input_delay [expr $clk_period * $clk_io_pct] -clock clk0 $non_clock_inputs
set_output_delay [expr $clk_period * $clk_io_pct] -clock clk0 [all_outputs]
==> out/qor.txt <==
status -> finished, final reports clean
final wirelength -> 2610 um
kind of critical path -> reg2out
total CTS buffers -> 3
Final Cell Area -> 1670 sq um
worst hold margin -> 0.452 ns
Hold WC Path Type -> in2async
Total GRT Usage -> 3.34%
element type at the critical path end -> output port
share of layout cells above drive strength 1 -> 14.8%
Max Cap Violations -> 0
warning total across the stage logs -> 26
Post-DP Area -> 1630 sq um
Max Freq -> 607 MHz
Longest Clk Path Bufs -> 2
Routed Antenna Nets -> 0
DR DRC count -> 0
# IOs -> 27
synthesized instance count -> 100
largest net degree at the start of global routing -> 28
initial antenna violation count -> 0
max FFs per register -> 12
post-route setup slack -> 0.0533 ns
critical path startpoint category -> register
Synth Cell Area -> 1210 sq um
Post-synth area hogs -> dfrtp_1 (50%), mux2i_1 (8.3%), dfstp_2 (6.5%)
ys cells -> 100
period utilization -> 96.9%
chip width -> 124 um
Hold Buf Count CTS -> 0
final slew viol count -> 0
Layout Cells excl Fill -> 264
slew at the pin with the worst max-slew slack -> 0.635 ns
RSZ-0062 raised after global routing -> false
CTS tree -> built
Antenna diodes -> 0
gp weighted congestion -> 0.709
Final Hold Vio Count -> 0
1st-iter DRT viols -> 11
routed length per placed instance -> 9.87 um
vias in the first global route -> 766
post-CTS setup buffer count -> 0
die area -> 15400 sq um
Layout area overhead -> 38.7%
P_leak -> 0.682 nW
clk_skew -> 0.00335 ns
Worst Path Buf+Inv -> 1
Max VDD drop -> 0.000425 V
vias per inst -> 3.02
Post-Place Worst Slack -> 0.103 ns
Dominant cell area share -> 49.7%
Pre-antenna DRT Iters -> 2
critical-path cell list -> clkdlybuf4s50_1
Commonest cells post-synth -> dfrtp_1 (24), nand2_1 (14), o21ai_0 (12)
synthesis area per yosys -> 1210 sq um
clk slew on worst S/H paths -> 0.09 ns
cts repair resizes -> 0
Async S/R FF share, synth -> 100%
Register Area -> 679 sq um
Synth area leader -> dfrtp_1
CP top delay family -> flip-flops
global-route wire length before repair -> 4080 um
yosys warns -> 1
Synth flops -> 27
clk sinks -> 27
DP Cell Count -> 260
Max-slew headroom -> 57.7%
most numerous cell in the Yosys netlist -> dfrtp_1
utilization after layout -> 16.1%
via count -> 798
Cell Rows -> 37
hpwl dp -> 1990 um
Worst Path Max Fanout -> 3
Most used DFF post-synth -> dfrtp_1
Power Dens Cells -> 895 nW/um^2
H-Tree Depth -> 1
post-route setup TNS -> 0 ns
die y size -> 124 um
Post-synth seq share -> 56.3%
setup violators final -> 0
Gate Area -> 465 sq um
Crit path largest cell delay -> 0.55 ns
Post-synth EDFFs -> 0
gr ovfl total -> 0
Buffers on Ports -> 26
Worst path slowest cell -> dfstp_2
total power draw -> 1.50 mW
Distinct lib cells used -> 25
Core ar. -> 10400 sq um
Syn Area/Cell -> 12.1 sq um
Root Driver -> clkbuf_8
minimum clock period -> 1.65 ns
Fill cells -> 1148
worst skew pair latency -> 0.26 ns
FP Util -> 11.6%
critical path arrival -> 1.31 ns
Worst EP required -> 1.36 ns
==> cells by family after synthesis <==
logic type      Yosys count  share of synthesized area (%)
mux                      18                           17.0
buf+inv                   9                           5.18
flops                    27                           56.3
xor+xnor                  1                          0.726
simple gates             23                           9.74
compound gates           20                           9.02
fa+ha+maj                 2                           2.07
==> routing by layer <==
| metal | wire, um | track usage (%) | vias to the layer above |
|---|---|---|---|
| met3 | 149 | 1.24 | 0 |
| met1 | 1320 | 5.05 | 380 |
| met2 | 1130 | 4.67 | 21 |
| li1 | - | - | 397 |
| met5 | 0 | 0 | - |
| met4 | 0 | 0.144 | 0 |
==> where the power goes <==
| part | internal [mW] | total [mW] | switching, mW |
|---|---|---|---|
| sequential | 0.757 | 0.839 | 0.0820 |
| clock | 0.167 | 0.351 | 0.183 |
| combinational | 0.204 | 0.308 | 0.105 |
| total | 1.13 | 1.50 | 0.370 |
==> final timing paths <==
check / start / to / slack [ns] / cells after the start
max: data_out[0]$_DFFE_PN1P_ / data_out[0] / 0.05 / 1
min: rstb / shift_reg[1]$_DFFE_PN0P_ / 0.45 / 2
max reg2reg: countBit[0]$_DFFE_PN0P_ / countBit[0]$_DFFE_PN0P_ / 0.53 / 5
min reg2reg: txready$_DFFE_PN1P_ / txready$_DFFE_PN1P_ / 0.47 / 2
max in group asynchronous: rstb / data_out[0]$_DFFE_PN1P_ / 0.95 / 2
min in group clk0: txready$_DFFE_PN1P_ / txready$_DFFE_PN1P_ / 0.47 / 2
==> area by class of cell <==
| cell class | count | area share [%] |
|---|---|---|
| timing repair buffer | 30 | 18.1 |
| sequential | 27 | 40.6 |
| multi-input combinational | 64 | 27.8 |
| tap | 136 | 10.2 |
| inverter | 3 | 0.673 |
| clock buffer | 4 | 2.69 |
==> placed cells by master, fill, tap and decap left out, drive strengths merged <==
cell type       n
nand3b          3
ha              2
a21o            1
nor2            2
dfrtp          24
clkdlybuf4s50  26
mux2            8
a21boi          1
a21oi           5
nand2          14
a211o           1
nor2b           2
dfstp           3
o21ai          12
xor2            1
buf             4
mux2i          10
and4b           1
inv             3
clkbuf          4
nand3           1
No activity file was given, so power comes from the tool's default toggle rates.
